## ./config.mk

```make
export PLATFORM = sky130hd
export DESIGN_NAME = uart_top
export DESIGN_NICKNAME = uart_top
export VERILOG_FILES = /design/flow/design.v
export SDC_FILE = /design/flow/constraint.sdc
export NUM_CORES = 4
export LEC_CHECK = 1
export CORE_UTILIZATION = 50
```

## ./constraint.sdc

```tcl
current_design uart_top

set clk_period 2.8
set clk_io_pct 0.2

create_clock -name clk0 -period $clk_period [get_ports {clk}]

set non_clock_inputs [all_inputs -no_clocks]
set_input_delay [expr $clk_period * $clk_io_pct] -clock clk0 $non_clock_inputs
set_output_delay [expr $clk_period * $clk_io_pct] -clock clk0 [all_outputs]
```

## ./design.v

```verilog
`timescale 1ns / 1ps
module debouncer (
    input        clk,
    input        bouncy_signal,
    output       clean_signal
);
    logic        clean_pulse;
    logic        signal_lvl;
    logic [11:0] hold_cnt;
    typedef enum logic [0:0] {
        LISTEN, HOLD
    } state_t;
    state_t state;
    always_ff @(posedge clk) begin
        clean_pulse <= 0;
        signal_lvl  <= signal_lvl;
        hold_cnt    <= hold_cnt;
        state       <= state;
        case(state)
            LISTEN: begin
                if (bouncy_signal != signal_lvl) begin
                    signal_lvl <= ~signal_lvl;
                    hold_cnt   <= 0;
                    state      <= HOLD;
                    if (bouncy_signal)
                        clean_pulse <= 1;
                end
            end
            HOLD: begin
                hold_cnt <= hold_cnt + 1;
                if (hold_cnt == 12'hFFF) begin
                    state <= LISTEN;
                end
            end
            default: begin
                signal_lvl <= 0;
                hold_cnt   <= 0;
                state      <= LISTEN;
            end
        endcase
    end
    assign clean_signal = clean_pulse;
endmodule
`timescale 1ns / 1ps
module reg_block(
    input        clk,
    input        wr_req,
    input  [7:0] din,
    output [7:0] dout
);
    logic handshake_ff0, handshake_ff1;
    logic [7:0] internal_reg;
    always_ff @(posedge clk) begin
        internal_reg <= internal_reg;
        handshake_ff0 <= wr_req;
        handshake_ff1 <= handshake_ff0;
        if (handshake_ff1 & ~handshake_ff0)
            internal_reg <= din;
    end
    assign dout = internal_reg;
endmodule
`timescale 1ns / 1ps
module rx(
    input              clk,
    input              din,
    output             data_valid,
    output logic [7:0] data
);
    logic [3:0] baud_rate_cnt;
    logic [3:0] bit_cnt;
    logic [7:0] data_sr;
    logic       valid;
    typedef enum logic [1:0] {
        IDLE, SAMPLE, PROCESS
    } state_t;
    state_t state;
    always_ff @(posedge clk) begin
        valid         <= 0;
        baud_rate_cnt <= baud_rate_cnt;
        bit_cnt       <= bit_cnt;
        state         <= state;
        data_sr       <= data_sr;
        data          <= data;
        case(state)
            IDLE: begin
                valid <= 0;
                baud_rate_cnt <= 4'b1000;
                bit_cnt       <=  'b0;
                if (~din) begin
                    state <= SAMPLE;
                end
            end
            SAMPLE: begin
                baud_rate_cnt <= baud_rate_cnt + 1;
                if (baud_rate_cnt == 4'b1111) begin
                    bit_cnt <= bit_cnt + 1;
                    data_sr <= {data_sr[6:0], din};
                    if (bit_cnt == 4'd8) begin
                        data  <= data_sr;
                    end
                end else if (bit_cnt == 4'd9 && baud_rate_cnt == 4'b0111) begin
                    valid <= 1;
                    state <= PROCESS;
                end
            end
            PROCESS: begin
                state <= IDLE;
            end
            default: begin
                valid <= 0;
                data  <= 0;
                state <= IDLE;
            end
        endcase
    end
    assign data_valid = valid;
endmodule
`timescale 1ns / 1ps
module tx(
    input        clk,
    input        send,
    input  [7:0] data,
    output       dout
);
    logic       tx_line;
    logic [3:0] baud_gen_clk;
    logic [3:0] bit_cnt;
    logic [7:0] data_sr;
    typedef enum logic [0:0] {
        IDLE, SEND
    } state_t;
    state_t state;
    always_ff @(posedge clk) begin
        tx_line      <= 1;
        baud_gen_clk <= baud_gen_clk;
        bit_cnt      <= bit_cnt;
        data_sr      <= data_sr;
        state        <= state;
        case(state)
            IDLE: begin
                if (send) begin
                    tx_line      <= 0;
                    baud_gen_clk <= 0;
                    bit_cnt      <= 0;
                    data_sr      <= data;
                    state        <= SEND;
                end
            end
            SEND: begin
                baud_gen_clk <= baud_gen_clk + 1;
                if (baud_gen_clk == 4'b1111) begin
                    bit_cnt <= bit_cnt + 1;
                    tx_line <= data_sr[7];
                    data_sr <= {data_sr[6:0], 1'b1};
                    if (bit_cnt == 4'd8)
                        state <= IDLE;
                end
            end
            default: begin
                state   <= IDLE;
            end
        endcase
    end
    assign dout = tx_line;
endmodule
`timescale 1ns / 1ps
module uart_top (
    input  clk,
    input  btn,
    input  rx_line,
    output tx_line
);
    logic transfer;
    logic rx_data_valid;
    logic [7:0] rx_data, tx_data;
    debouncer db (.clk(clk),
                  .bouncy_signal(btn),
                  .clean_signal(transfer));
    rx rx_inst (.clk(clk),
                .din(rx_line),
                .data_valid(rx_data_valid),
                .data(rx_data));
    tx tx_inst (.clk(clk),
                .send(transfer),
                .dout(tx_line),
                .data(tx_data));
    reg_block device_reg (.clk(clk),
                          .wr_req(rx_data_valid),
                          .din(rx_data),
                          .dout(tx_data));
endmodule
```

## ./run.sh

```bash
#!/bin/bash
# OpenROAD 26Q1-2900-gdf79404cd8, Yosys 0.63+post, stock flow scripts
make -C /OpenROAD-flow-scripts/flow DESIGN_CONFIG=/design/flow/config.mk WORK_HOME=/design/flow/orfs finish
```

==> qor.json <==
{
  "run_status": {
    "outcome": "finished clean"
  },
  "worst_setup_path": {
    "cp_cell_sequence": "inv_1, nand2_1, nor2_1",
    "crit_family": "simple AND/OR/NAND/NOR gates",
    "cp_max_fo": 8,
    "worst_setup_path_start_kind": "register",
    "worst_path_max_delay_cell": "nor2_1",
    "timing.critical_path.arrival_ps": 1690,
    "timing.critical_path.buf_inv": 1,
    "critical_path.endpoint_type": "register",
    "cp_data_required_time_ps": 2770,
    "worst_path_largest_cell_delay_ps": 520,
    "timing.setup.critical_path_class": "reg2reg"
  },
  "sta": {
    "worst_slew_margin_rel": 0.573,
    "maxClockFrequency_mhz": 579,
    "setup-violations-final": 0,
    "clock_skew_ps": 8.74,
    "hold-worst-slack_ps": 327,
    "final_max_slew_viol_count": 0,
    "min_period_over_period": 0.617,
    "finalHoldViolations": 0,
    "final.min_clock_period_ps": 1730,
    "grt_setup_unrepaired": "no",
    "layout_setup_ws_ps": 1070,
    "timing_worst_slew_pin_value_ps": 639,
    "setup_total_negative_slack_ps": 0
  },
  "cells_and_area": {
    "num-fill-cells": 440,
    "top_register": "db.hold_cnt",
    "reg_area_sq_um": 2030,
    "area_added_between_synthesis_and_finish_pct": 10.4,
    "mi_logic_area_sq_um": 790,
    "final_core_util": 0.576,
    "number_of_flip_flops_in_the_largest_register": 12,
    "stdcell_count": 293,
    "drive_gt1_frac": 0.118
  },
  "die": {
    "fp_util": 0.521,
    "core_region_area_sq_um": 5540,
    "die-height_um": 78.0,
    "design.portCount": 4,
    "floorplan.die_area_sq_um": 6090,
    "placementRows": 27,
    "die_width_um": 78.0
  },
  "clock_network": {
    "cts_setup_buffers": 0,
    "cts.hold.buffers_added": 0,
    "cts.clk_slew.worst_paths_ps": 60,
    "post_cts_resized": 0,
    "cts_root_buf": "clkbuf_8",
    "clock_path_buffers": 2,
    "tritoncts_clock_tree": "built",
    "worst_skew_pair.late_latency_ps": 330,
    "total_clock_buffers_created_by_cts": 9,
    "cts.htree.levels": 3,
    "sinks_on_the_clock_net": 70
  },
  "synth": {
    "yosys_reg_bits": 70,
    "synth.yosys.num_cells": 204,
    "synth_area_sq_um": 2890,
    "syn_area_per_cell_sq_um": 14.2,
    "yosysWarningCount": 4,
    "number_of_instances_in_the_synthesized_netlist": 204,
    "synthDistinctLibCells": 32,
    "ff_type": "edfxtp_1",
    "synthArstFlopShare": 0,
    "synth-edff-count": 63,
    "total_cell_area_reported_by_yosys_after_synthesis_sq_um": 2890,
    "synth-seq-area-share": 0.703
  },
  "route": {
    "vias_per_cell": 5.29,
    "detail_route.wirelength_mm": 3.81,
    "route.antenna.diode_count": 0,
    "firstDrtPassIters": 4,
    "drcViolationCount": 0,
    "routed-via-count": 1549,
    "detail_route.wl_per_cell_um": 13.0,
    "detail-route-antenna-nets": 0,
    "number_of_drc_markers_after_the_initial_detailed_route_iteration": 120
  },
  "flow_run": {
    "stage_log_warnings": 28,
    "drv_cap": 0
  },
  "grt": {
    "global_route_wire_length_before_repair_mm": 6.98,
    "grt_antenna_before_repair": 0,
    "groute.usage.overall": 0.157,
    "overflow": 0,
    "grt_max_degree": 14,
    "first_global_vias": 1599
  },
  "worst_hold_path": {
    "worst_hold_path_type": "reg2reg"
  },
  "power_and_ir_drop": {
    "maximum_vdd_drop_v": 0.000538,
    "power_per_cell_area_nw_per_um2": 885,
    "static-leakage-power_nw": 1.14
  },
  "placed_design": {
    "gpl.final_weighted_congestion": 0.805,
    "dp_hpwl_mm": 2.45,
    "dp.cells": 277,
    "numPortBuffers": 3,
    "placement.setup.worst_slack_ps": 868
  }
}
## logic make-up (layout without fill, tap and decap cells)
kind of cell / after synthesis / after routing / synth area share
simple gates: 71 / 71 / 0.130
flops: 70 / 70 / 0.703
compound gates: 19 / 19 / 0.0411
buf+inv: 16 / 33 / 0.0234
xor+xnor: 12 / 12 / 0.0364
fa+ha+maj: 8 / 8 / 0.0346
mux: 8 / 8 / 0.0308
## final timing paths
check	from	endpoint	slack, ps	depth (start not counted)
max	rx_inst.state[1]	rx_inst.data_sr[0]	1070	3
min	rx_inst.valid	device_reg.handshake_ff0	330	0
max reg2reg	rx_inst.state[1]	rx_inst.data_sr[0]	1070	3
min reg2reg	rx_inst.valid	device_reg.handshake_ff0	330	0
## area by class of cell
class,count,area share
Timing Repair Buffer,5,0.0141
Sequential cell,70,0.637
Clock inverter,7,0.0204
Inverter,12,0.0141
Multi-Input combinational cell,118,0.247
Clock buffer,9,0.0388
Tap cell,72,0.0282
## routing by layer
metal,GRT usage,up-vias,part of all wire
met3,0.0354,11,0.037
met5,0,-,0
met2,0.212,41,0.43
met4,0.0426,0,0.031
li1,-,766,-
met1,0.296,731,0.50
## placed cells by master (no fill, tap or decap), types with 2 or more instances in the layout
cell type,n
mux2_2,7
clkinv_1,2
nand4_1,2
clkinv_4,2
buf_4,2
and2_1,13
nand3_1,10
edfxtp_1,63
dfxtp_1,7
nor2_1,20
nor2b_1,2
inv_1,12
clkbuf_8,9
clkdlybuf4s50_1,3
xnor2_1,6
o31ai_1,4
or4_1,5
o21ai_0,3
xor2_1,6
clkinv_2,2
ha_1,8
a21oi_1,8
and3_1,3
nand2_1,9
## power breakdown
group | switching (W) | total [W] | internal (W)
combinational | 0.000263 | 0.000459 | 0.000196
sequential | 0.000172 | 0.00161 | 0.00144
clock | 0.000353 | 0.000758 | 0.000405
total | 0.000788 | 0.00282 | 0.00204
## stage by stage
stage | power, W | cell area (sq um)
2_1_floorplan | 0.00195 | 2890
3_3_place_gp | 0.00205 | 3000
6_report | 0.00282 | 3190
5_1_grt | 0.00302 | 3190
3_5_place_dp | 0.00209 | 3000
4_1_cts | 0.00285 | 3190
## Yosys cell counts (4+ instances only)
library cell | count | area, sq um
edfxtp_1 | 63 | 1890
or4_1 | 5 | 37.5
o31ai_1 | 4 | 30.0
dfxtp_1 | 7 | 140
nor2_1 | 20 | 75.1
xnor2_1 | 6 | 52.6
a21oi_1 | 8 | 40.0
inv_1 | 12 | 45.0
ha_1 | 8 | 100
and2_1 | 13 | 81.3
xor2_1 | 6 | 52.6
nand2_1 | 9 | 33.8
nand3_1 | 10 | 50.1
mux2_2 | 7 | 78.8
Power and IR drop assume default switching activity.
